==> /design/flow/design.v <==
`default_nettype wire
`timescale 1ns / 1ps
module Clock_Generator (
    input clk,   
    input btnU,  
    input btnC,  
    input btnD,  
    output reg slow_clk,  
    output reg reset
);
    logic btnU_debounced;
    logic btnC_debounced;
    logic btnD_debounced;
    logic prev_btnU_debounced;
    logic prev_btnC_debounced;
    logic prev_btnD_debounced;
    debouncer # (.NIN(1), .LGWAIT(3)) debouncer_inst1
    (
        .i_clk(clk),
        .i_in(btnU),
        .o_debounced(btnU_debounced),
        .o_debug()
    );
    debouncer # (.NIN(1), .LGWAIT(3)) debouncer_inst2
    (
        .i_clk(clk),
        .i_in(btnC),
        .o_debounced(btnC_debounced),
        .o_debug()
    );
    debouncer # (.NIN(1), .LGWAIT(3)) debouncer_inst3
    (
        .i_clk(clk),
        .i_in(btnD),
        .o_debounced(btnD_debounced),
        .o_debug()
    );
     parameter [31:0] speed_1 = 500000, speed_2 = 250000, speed_3 = 125000, speed_4 = 62500;  
    logic [31:0] speed_selection [0:3];
    logic [1:0] i = 2'd0;
    logic [31:0] counter = 32'd0;
    initial begin
        slow_clk = 1'b0;
        reset = 1'b0;
        speed_selection[0] = speed_1;
        speed_selection[1] = speed_2;
        speed_selection[2] = speed_3;
        speed_selection[3] = speed_4;
    end
    logic pause = 1'b0;
    always @ (posedge clk) begin
        if (btnC_debounced && !prev_btnC_debounced) begin  
            pause = ~pause;
        end
        if (!pause && btnU_debounced && !prev_btnU_debounced) begin  
            i <= i + 1'd1;  
            if (i == 2'd3) begin
                i <= 2'd0;
            end
        end
        if (!pause && (counter >= speed_selection[i])) begin  
            counter <= 32'd0;
            slow_clk <= ~slow_clk;
        end else if (!pause) begin
            counter <= counter + 1;
        end else begin
            counter <= counter;
        end
        if (btnD_debounced && !prev_btnD_debounced) begin  
            i <= 2'd0;
            counter <= 32'd0;
            reset <= 1'b1;
        end else begin
            reset <= 1'b0;
        end
        prev_btnU_debounced <= btnU_debounced;
        prev_btnC_debounced <= btnC_debounced;
        prev_btnD_debounced <= btnD_debounced;
    end
endmodule
`default_nettype	none
module	debouncer(i_clk, i_in, o_debounced, o_debug);
	parameter	NIN=16+5, LGWAIT=17;
	input	wire			i_clk;
	input	wire	[(NIN-1):0]	i_in;
	output	reg	[(NIN-1):0]	o_debounced;
	output	wire	[30:0]		o_debug;
	reg			different, ztimer;
	reg	[(NIN-1):0]	r_in, q_in, r_last;
	reg	[(LGWAIT-1):0]	timer;
	initial	q_in = 0;
	initial	r_in = 0;
	initial	different = 0;
	always @(posedge i_clk)
		q_in <= i_in;
	always @(posedge i_clk)
		r_in <= q_in;
	always @(posedge i_clk)
		r_last <= r_in;
	initial	ztimer = 1'b1;
	initial	timer  = 0;
	always @(posedge i_clk)
		if ((ztimer)&&(different))
		begin
			timer  <= {(LGWAIT) {1'b1} };
			ztimer <= 1'b0;
		end else if (!ztimer)
		begin
			timer  <= timer - 1'b1;
			ztimer <= (timer[(LGWAIT-1):1] == 0);
		end else begin
			ztimer <= 1'b1;
			timer  <= 0;
		end
	always @(posedge i_clk)
		different <= ((different)&&(!ztimer))||(r_in != o_debounced);
	initial	o_debounced = { (NIN) {1'b0} };
	always @(posedge i_clk)
		if (ztimer)
			o_debounced <= r_last;
	reg	trigger;
	initial	trigger = 1'b0;
	always @(posedge i_clk)
		trigger <= (!ztimer)&&(!different)&&(!(|i_in))
				&&(timer[(LGWAIT-1):2]==0)&&(timer[1]);
	wire	[30:0]	debug;
	assign	debug[30] = ztimer;
	assign	debug[29] = trigger;
	assign	debug[28] = 1'b0;
	generate
	if (NIN >= 14)
	begin
		assign debug[27:14] = o_debounced[13:0];
		assign debug[13: 0] = r_in[13:0];
	end else begin
		assign	debug[27 :(14+NIN)] = 0;
		assign	debug[(14+NIN-1):14] = o_debounced;
		assign	debug[13 :NIN] = 0;
		assign	debug[(NIN-1):0] = r_in;
	end endgenerate
	assign	o_debug = debug;
endmodule
`timescale 1ns / 1ps
module Counter(
    input clk,  
    input slow_clk,  
    input reset,  
    output [31:0] data  
);
    logic [3:0] a0 = 4'b0, a1 = 4'b0;              
    logic [3:0] b2 = 4'b0, b3 = 4'b0;             
    logic [3:0] b4 = 4'b0, b5 = 4'b0;             
    logic [3:0] b6 = 4'b0, b7 = 4'b0;             
    logic prev_slow_clk;
    always @ (posedge clk) begin
        if (reset) begin
            a0 <= 4'd0;
            a1 <= 4'd0;
            b2 <= 4'd0;
            b3 <= 4'd0;
            b4 <= 4'd0;
            b5 <= 4'd0;
            b6 <= 4'd0;
            b7 <= 4'd0;
        end else if (slow_clk && !prev_slow_clk) begin
            if (a0 == 4'd9) begin
                a0 <= 4'd0;
                a1 <= a1 + 1'd1;
            end else begin
                a0 <= a0 + 1'd1;  
            end
            if (a1 == 4'd9 && a0 == 4'd9) begin
                a1 <= 4'd0;
                b2 <= b2 + 1'd1;
            end
            if (b2 == 4'd9 && a1 == 4'd9 && a0 == 4'd9) begin
                b2 <= 4'd0;
                b3 <= b3 + 1'd1;
            end
            if (b3 == 4'd5 && b2 == 4'd9 && a1 == 4'd9 && a0 == 4'd9) begin
                b3 <= 4'd0;
                b4 <= b4 + 1'd1;
            end
            if (b4 == 4'd9 && b3 == 4'd5 && b2 == 4'd9 && a1 == 4'd9 && a0 == 4'd9) begin
                b4 <= 4'd0;
                b5 <= b5 + 1'd1;
            end
            if (b5 == 4'd5 && b4 == 4'd9 && b3 == 4'd5 && b2 == 4'd9 && a1 == 4'd9 && a0 == 4'd9) begin
                b5 <= 4'd0;
                b6 <= b6 + 1'd1;
            end
            if (b6 == 4'd9 && b5 == 4'd5 && b4 == 4'd9 && b3 == 4'd5 && b2 == 4'd9 && a1 == 4'd9 && a0 == 4'd9) begin
                b6 <= 4'd0;
                b7 <= b7 + 1'd1;
            end
            if (b7 == 4'd9 && b6 == 4'd9 && b5 == 4'd5 && b4 == 4'd9 && b3 == 4'd5 && b2 == 4'd9 && a1 == 4'd9 && a0 == 4'd9) begin
                b7 <= 4'd0;
            end
        end
        prev_slow_clk <= slow_clk;  
    end
    assign data = {b7, b6, b5, b4, b3, b2, a1, a0};
endmodule
`default_nettype wire
`timescale 1ns / 1ps
module Seven_Seg(
    input clk,   
    input [31:0] data,    
    output reg [7:0] anode,  
    output reg dp,   
    output reg [6:0] cathode  
    );
    reg [7:0] enable;    
    reg [3:0] data_disp;  
    reg [16:0] count_fast = 17'b0;   
    reg seven_seg_enable = 1'b0;     
     initial begin
        anode = 8'hFF;   
        cathode = 7'b1111111;     
        enable = 8'b00000001;    
     end
     always @(posedge clk) begin
         count_fast <= count_fast+1;     
         if(count_fast == 17'h1869F) begin   
            seven_seg_enable <= 1'b1;    
            count_fast <= 17'b0;     
         end
         else seven_seg_enable <= 0;     
     end
     always @(posedge clk) begin
         if(seven_seg_enable) begin  
            enable <= (enable == 8'h80)? 8'h01 : (enable << 1);  
            anode <= ~enable;    
         end
     end
      always @ (*) begin                       
        case (anode)     
            8'b11111110 : begin
                data_disp = data[3:0];
                dp = 1'b1;
            end
            8'b11111101 : begin 
                data_disp = data[7:4];
                dp = 1'b1;
            end
            8'b11111011 : begin 
                data_disp = data[11:8];
                dp = 1'b0;   
            end
            8'b11110111 : begin  
                data_disp = data[15:12];
                dp = 1'b1; 
            end
            8'b11101111 : begin
                data_disp = data[19:16];
                dp = 1'b0;   
            end
            8'b11011111 : begin  
                data_disp = data[23:20];
                dp = 1'b1;
            end
            8'b10111111 : begin 
                data_disp = data[27:24];
                dp = 1'b0;   
            end
            8'b01111111 : begin  
                data_disp = data[31:28];
                dp = 1'b1;
            end
            default : begin
                data_disp = 4'h0;
                dp = 1'b1;
            end
        endcase 
        case (data_disp)  
            4'h0 : cathode = 7'b1000000; 
            4'h1 : cathode = 7'b1111001;
            4'h2 : cathode = 7'b0100100;
            4'h3 : cathode = 7'b0110000;
            4'h4 : cathode = 7'b0011001;
            4'h5 : cathode = 7'b0010010;
            4'h6 : cathode = 7'b0000010;
            4'h7 : cathode = 7'b1111000;
            4'h8 : cathode = 7'b0000000;
            4'h9 : cathode = 7'b0010000;
            4'hA : cathode = 7'b0001000;
            4'hB : cathode = 7'b0000011;
            4'hC : cathode = 7'b1000110;
            4'hD : cathode = 7'b0100001;
            4'hE : cathode = 7'b0000110;
            4'hF : cathode = 7'b0001110;
         endcase
    end 
endmodule
`default_nettype wire
`timescale 1ns / 1ps
module Top(
    input clk,  			 
    input btnU,              
    input btnC, 			 
    input btnD,              
    output dp,  			 
    output [7:0]SevenSegAn, 		 
    output [6:0]SevenSegCat  	 
);
    wire slow_clk;
    wire reset;
    Clock_Generator Clock_Generator_inst(.clk(clk), .btnU(btnU), .btnC(btnC), .btnD(btnD), .slow_clk(slow_clk), .reset(reset));
    wire [31:0] data;    
    Counter Counter_inst(.clk(clk), .slow_clk(slow_clk), .reset(reset), .data(data));
    Seven_Seg Seven_Seg_inst(.clk(clk), .data(data), .anode(SevenSegAn), .dp(dp), .cathode(SevenSegCat));
endmodule
==> /design/flow/run.sh <==
#!/bin/bash
# OpenROAD 26Q1-2900-gdf79404cd8, Yosys 0.63+post, stock flow scripts
make -C /OpenROAD-flow-scripts/flow DESIGN_CONFIG=/design/flow/config.mk WORK_HOME=/design/flow/orfs finish
==> /design/flow/config.mk <==
export PLATFORM = sky130hd
export DESIGN_NAME = Top
export DESIGN_NICKNAME = Top
export VERILOG_FILES = /design/flow/design.v
export SDC_FILE = /design/flow/constraint.sdc
export NUM_CORES = 4
export LEC_CHECK = 1
export CORE_UTILIZATION = 50
==> /design/flow/constraint.sdc <==
current_design Top

set clk_period 5.7
set clk_io_pct 0.2

create_clock -name clk0 -period $clk_period [get_ports {clk}]

set non_clock_inputs [all_inputs -no_clocks]
set_input_delay [expr $clk_period * $clk_io_pct] -clock clk0 $non_clock_inputs
set_output_delay [expr $clk_period * $clk_io_pct] -clock clk0 [all_outputs]
==> flow_summary.toml <==
# flow metrics
[cts]
cts_buffers = 17
cts_tree = "built"
h-tree-depth = 4
cts_sinks = 134
worstSkewPairLatency_ns = 0.41
cts_resized = 0
root_buffer = "clkbuf_16"
cts_setup_buffers = 0
clkTransAtPathRegs_ns = 0.06
ctsHoldBuffers = 0
clock_path_buffers = 2

[sta]
tns_ns = 0
timing.final.crit_share_pct = 82.4
worst_pin_slew_ns = 0.959
setup_violations = 0
slew_headroom_pct = 36.1
hold_violations = 0
skew_ns = 0.00671
fin_crit_ns = 4.70
rsz0062_at_grt = "false"
maxSlewViolCount = 0
fmax_mhz = 213

[routing]
num_antenna_cells = 0
drtAntennaViolNets = 0
vias_per_cell = 5.37
drc_errors = 0
wl_per_cell_um = 13.5
drt-total-wl_um = 12300
first_iter_violations = 294
dr_total_vias = 4898
firstDrtPassIters = 4

[yosys]
synth-edff-count = 20
synth.largest_area_cell = "dfxtp_1"
ys_cells = 711
ys_ff = 134
area_leaders = "dfxtp_1, edfxtp_1, ha_1"
avgSynthCellArea_sq_um = 9.28
ys_chip_area_sq_mm = 0.00660
top_area_share_pct = 34.6
ff_type = "dfxtp_1"
synth_seq_share_pct = 43.7
yosys_warnings = 4
synth_cell_types = 64
ys_async_sr_fraction_pct = 0
syn_area_sq_mm = 0.00660
synthCells = 711

[setup_path]
path_max_fanout = 12
crit_type = "flop to primary output"
cpPeakStageDelay_ns = 0.77
worst_path_max_delay_cell = "a221oi_1"
critical_path_required_ns = 4.56
cp_cell_sequence = "nand4_1, or3_1, o32ai_1, a221oi_1, ha_1, mux2_2, mux2i_1, clkdlybuf4s50_1"
cp.arrival_ns = 3.56
critPathLaunchType = "flop"
cp-end-kind = "primary output"

[floorplanning]
dieArea_sq_mm = 0.0137
num_io_pins = 20
rows = 41
die_h_um = 117
coreArea_sq_mm = 0.0127
initial_utilization_pct = 51.8
die_w_um = 117

[pwr]
seqPwrFrac_pct = 42.9
p_comb_share_pct = 12.2
worst_ir_drop_vdd_mv = 0.298
total_power_w = 0.00262
p_int_w = 0.00193
power_leakage_nw = 2.97
powerDensity_mw_per_mm2 = 347
sw_frac_of_total_pct = 26.5
clkPwrFrac_pct = 44.9
netSwitchingPower_w = 0.000695

[finish]
layout_top_cells = "dfxtp_1, nor2_1, inv_1"
drive_above_1_share_pct = 7.30
layout.cells.most_common = "dfxtp_1"
finalInstanceArea_sq_mm = 0.00756
syn_to_final_growth_pct = 14.6
fin_util_pct = 59.4

[global_routing]
grt_pass1_wl_um = 21000
antenna_found_initial = 0
grt_pass1_vias = 4424
gr-usage-all-layers_pct = 19.9
grt_max_degree = 33
overflow = 0

[place]
placed_area_sq_mm = 0.00692
gp_congestion = 0.821
io_buffers = 19
dp_hpwl_um = 8540

[run_status]
status = "complete, no violations"

[worst_hold_path]
hp-class = "flop to flop"

[job]
drv_cap = 0
warning_count = 43
==> through the flow <==
stage | setup slack, ns | hold WS [ns] | instances
floorplan | 2.33 | 0.310 | 711
detailed placement | 1.46 | 0.312 | 880
CTS | 1.00 | 0.326 | 912
global placement | 1.58 | 0.311 | 880
finish | 1.00 | 0.326 | 912
global route | 0.727 | 0.339 | 912
==> registers in the layout, summed over array words and instances (netlist names), 4 cells and up <==
register,flops
Clock_Generator_inst.counter,32
Seven_Seg_inst.count_fast,17
Seven_Seg_inst.anode,8
Seven_Seg_inst.enable,8
Counter_inst.a0,4
Counter_inst.a1,4
Counter_inst.b2,4
Counter_inst.b3,4
Counter_inst.b4,4
Counter_inst.b5,4
Counter_inst.b6,4
Counter_inst.b7,4
==> path summary, 6_finish.rpt <==
| path | startpoint | end | slack, ns | depth (start not counted) |
|---|---|---|---|---|
| worst max-delay path | Seven_Seg_inst.anode[7]$_DFFE_PP_ | SevenSegCat[3] | 1.00 | 8 |
| worst min-delay path | Clock_Generator_inst.debouncer_inst3.q_in$_DFF_P_ | Clock_Generator_inst.debouncer_inst3.r_in$_DFF_P_ | 0.33 | 0 |
| worst max register to register | Clock_Generator_inst.i[0]$_SDFFE_PP0P_ | Clock_Generator_inst.slow_clk$_DFFE_PP_ | 3.07 | 8 |
| worst min register to register | Clock_Generator_inst.debouncer_inst3.q_in$_DFF_P_ | Clock_Generator_inst.debouncer_inst3.r_in$_DFF_P_ | 0.33 | 0 |
==> cells in the mapped netlist (4+ instances only) <==
| library cell | count |
|---|---|
| ha_1 | 45 |
| nand3b_1 | 14 |
| a22oi_1 | 4 |
| a22o_1 | 6 |
| o21ai_0 | 23 |
| o31ai_1 | 4 |
| mux2i_1 | 9 |
| nor2b_1 | 9 |
| xor2_1 | 25 |
| inv_1 | 49 |
| a21oi_1 | 30 |
| and3_1 | 10 |
| xnor2_1 | 32 |
| buf_2 | 6 |
| and3b_1 | 5 |
| clkbuf_1 | 17 |
| nor3b_1 | 4 |
| nor4_1 | 5 |
| nor3_1 | 44 |
| nand2_1 | 42 |
| dfxtp_1 | 114 |
| nor4b_1 | 4 |
| a31oi_1 | 4 |
| nand3_1 | 32 |
| nand4_1 | 20 |
| nor2_1 | 58 |
| or3_1 | 15 |
| edfxtp_1 | 20 |
| o21a_1 | 4 |
==> final cells by class <==
class | instances | area [sq um]
Multi-Input combinational cell | 500 | 3400
Fill cell | 1096 | 5160
Clock inverter | 15 | 215
Clock buffer | 17 | 425
Timing Repair Buffer | 24 | 228
Inverter | 50 | 188
Sequential cell | 134 | 2880
Tap cell | 172 | 215
==> cells by family (layout without fill, tap and decap cells) <==
| family | after synthesis | count (layout) | share of synthesized area [%] |
|---|---|---|---|
| AND-OR/OR-AND | 103 | 103 | 10.3 |
| multiplexers | 10 | 10 | 1.54 |
| AND/OR/NAND/NOR | 284 | 284 | 23.4 |
| buffers and inverters | 77 | 106 | 4.74 |
| adder cells (fa/ha/maj) | 45 | 45 | 8.54 |
| XOR/XNOR | 58 | 58 | 7.82 |
| flip-flops | 134 | 134 | 43.7 |
==> layer usage <==
layer | track usage [%] | vias up | wire, um
met5 | 0 | - | 0
met4 | 1.94 | 0 | 48
met3 | 3.99 | 2 | 420
met2 | 29.3 | 53 | 5330
met1 | 32.8 | 2294 | 6530
li1 | - | 2549 | -
==> worst max-delay path, delay by kind of cell, from the launching register on <==
family / cells / cell delay, ns
AND-OR/OR-AND: 2 / 0.89
adder cells (fa/ha/maj): 1 / 0.39
buffers and inverters: 1 / 0.47
flip-flops: 1 / 0.54
multiplexers: 2 / 0.39
AND/OR/NAND/NOR: 2 / 0.47
==> power by group through the flow <==
stage,logic (W),clock network [W],registers (W)
4_1_cts,0.000325,0.00120,0.00112
5_1_grt,0.000372,0.00125,0.00114
6_report,0.000321,0.00118,0.00112
Power and IR drop assume default switching activity.
